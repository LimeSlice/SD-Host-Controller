==> design/flow/design.v <==
module mux2to1 
    #(parameter WIDTH=16)
    (a, b, s, q);
    input [WIDTH-1:0] a, b;
    input s;
    output reg [WIDTH-1:0] q;
    always @(a,b,s) begin
        if (s) q = b;
        else   q = a;
    end
endmodule
module mux4to1
    #(parameter WIDTH=16)
    (a, b, c, d, s, q);
    input [WIDTH-1:0] a, b, c, d;
    input [1:0] s;
    output reg [WIDTH-1:0] q;
    always @(a,b,c,d,s) begin
        case(s)
            0: q = a;
            1: q = b;
            2: q = c;
            3: q = d;
        endcase
    end
endmodule
==> design/flow/run.sh <==
#!/bin/bash
# OpenROAD 26Q1-2900-gdf79404cd8, Yosys 0.63+post, stock flow scripts
make -C /OpenROAD-flow-scripts/flow DESIGN_CONFIG=/design/flow/config.mk WORK_HOME=/design/flow/orfs finish
==> design/flow/config.mk <==
export PLATFORM = sky130hd
export DESIGN_NAME = mux2to1
export DESIGN_NICKNAME = mux2to1
export VERILOG_FILES = /design/flow/design.v
export SDC_FILE = /design/flow/constraint.sdc
export NUM_CORES = 4
export LEC_CHECK = 1
export CORE_AREA = 10 10 70 70
export DIE_AREA = 0 0 80 80
==> design/flow/constraint.sdc <==
current_design mux2to1

set clk_period 1.0
set clk_io_pct 0.2

create_clock -name clk0 -period $clk_period

set non_clock_inputs [all_inputs -no_clocks]
set_input_delay [expr $clk_period * $clk_io_pct] -clock clk0 $non_clock_inputs
set_output_delay [expr $clk_period * $clk_io_pct] -clock clk0 [all_outputs]
==> results.sh <==
# yosys + openroad results
export IMPL_grt_setup_unrepaired="yes"
export IMPL_ir_drop_v=0.0001506
export IMPL_status="finished, violations left"
export IMPL_crit_chain="buf_12, buf_12, mux2_4, buf_6"
export IMPL_cp_data_required_time_ns=0.80
export IMPL_ctsHoldBuffers=0
export IMPL_finalHoldViolations=0
export IMPL_post_route_period_util_pct=105.6
export IMPL_drt_iter0_markers=2
export IMPL_yosys_cells=18
export IMPL_syn_to_final_growth_pct=219.1
export IMPL_p_leak_nw=0.4174
export IMPL_rows=21
export IMPL_dp_hpwl_mm=1.222
export IMPL_fp_util_pct=7.289
export IMPL_p_per_area_nw_per_um2=378.8
export IMPL_layout_top_cells="dlygate4sd2_1 (32), mux2_4 (16), buf_6 (11)"
export IMPL_antenna_cells=0
export IMPL_grt_pass1_wl_mm=2.187
export IMPL_criticalPathCategory="input pin to primary output"
export IMPL_highest_layer="met3"
export IMPL_detail_route_wl_per_cell_um=12.43
export IMPL_first_pass_iters=2
export IMPL_overflow=0
export IMPL_die_x_um=80
export IMPL_syn_area_um2=249.0
export IMPL_antenna_found_initial=0
export IMPL_worst_setup_path_end_kind="primary output"
export IMPL_adder_share_pct=0
export IMPL_post_cts_buffers=0
export IMPL_yosys_area_share_xor_xnor_pct=0
export IMPL_ys_sh_simple_pct=0
export IMPL_netlist_instances=18
export IMPL_portBuffers=49
export IMPL_grt_pass1_vias=430
export IMPL_place_gp_congestion=0.8145
export IMPL_ys_chip_area_um2=249.0
export IMPL_ys_warnings_count=1
export IMPL_fmax_ghz=0.9466
export IMPL_wl_mm=1.405
export IMPL_postSynthSeqShare_pct=0
export IMPL_worstPathArrival_ns=0.86
export IMPL_synth_mux_area_fraction_pct=87.44
export IMPL_topCellsByArea="mux2_4 (60%), mux2_2 (27%), buf_12 (8.0%), buf_6 (4.5%)"
export IMPL_cp_slowest_cell="mux2_4"
export IMPL_wl_met1_um=738
export IMPL_relSlewSlack_pct=95.27
export IMPL_postRouteAntennaNets=0
export IMPL_worst_path_most_repeated_cell="buf_12"
export IMPL_core_area_um2=3416
export IMPL_cp_max_fo=8
export IMPL_wl_met2_um=337
export IMPL_yosysUniqueCellTypes=4
export IMPL_top_area_share_pct=60.30
export IMPL_top_logic_kind="multiplexers"
export IMPL_drt_vias_per_instance=3.177
export IMPL_grt_max_degree=9
export IMPL_grt_total_usage_pct=4.202
export IMPL_routed_via_count=359
export IMPL_aoi_share_pct=0
export IMPL_min_path_type="input pin to primary output"
export IMPL_wl_met3_um=329
export IMPL_dp_cells=112
export IMPL_setup_viol=16
export IMPL_io_pins=49
export IMPL_critPathLaunchType="input pin"
export IMPL_fin_hold_ws_ns=0.7936
export IMPL_fin_ws_ns=-0.05644
export IMPL_final_common_cell="dlygate4sd2_1"
export IMPL_clock_buffers=0
export IMPL_die_y_um=80
export IMPL_warnings=34
export IMPL_seqCellArea_um2=0
export IMPL_drive_above_1_share_pct=52.24
export IMPL_worstMarginPinSlew_ns=0.07103
export IMPL_synth_top_cell_by_area="mux2_4"
export IMPL_maxCapViolCount=0
export IMPL_finalCriticalPeriod_ns=1.056
export IMPL_die_area_um2=6400
export IMPL_stdcell_count=113
export IMPL_p_total_mw=0.3009
export IMPL_syn_avg_cell_area_um2=13.83
export IMPL_dp_slack_ns=-0.8529
export IMPL_flops=0
export IMPL_violations="setup timing"
export IMPL_drc=0
export IMPL_critPathMaxStageDelay_ns=0.30
export IMPL_drv_slew=0
## metal layers
| metal | vias to the layer above | GRT usage [%] |
|---|---|---|
| met5 | - | 0 |
| li1 | 167 | - |
| met2 | 49 | 4.494 |
| met1 | 143 | 6.394 |
| met3 | 0 | 3.295 |
| met4 | 0 | 0 |
## cell usage after synthesis
cell type and count:
mux2_4 10, mux2_2 6, buf_12 1, buf_6 1
## power by group
part | switching, mW | internal [mW]
logic | 0.0674 | 0.234
registers | 0 | 0
clock network | 0 | 0
## stage by stage
stage | utilization, % | cell area [um^2] | setup TNS (ns)
after global placement | 23.00 | 785.8 | -13.02
after detailed placement | 23.00 | 785.8 | -13.23
after floorplan | - | 249.0 | 0
after global routing | 23.26 | 794.5 | -1.079
after CTS | 22.34 | 763.2 | -0.8737
final | 23.26 | 794.5 | -0.8165
## area by class of cell
cell class                 count  area, um^2
fill                         374        2621
timing repair buffer          51       496.7
multi-input combinational     16       240.2
tap                           46       57.56
## critical path: cells and delay by family
kind	cells	cell delay (ns)
buf+inv	3	0.36
mux	1	0.30
## final timing paths
check | from | endpoint | slack, ns | cells past startpoint
max | s | q[14] | -0.06 | 4
min | a[5] | q[5] | 0.79 | 3
## kinds of logic after synthesis
kind of cell and count (synthesis):
mux 16, buf+inv 2
## repair_timing
item / in CTS / in global routing
endpoints found under the setup margin: 16 / 16
gates resized: 102 / 5
pin swaps: 0 / 0
cloned: 1 / 0
hold endpoints to repair: 0 / 0
No activity file was given, so power comes from the tool's default toggle rates.
