===== /design/flow/run.sh =====
#!/bin/bash
# OpenROAD 26Q1-2900-gdf79404cd8, Yosys 0.63+post, stock flow scripts
make -C /OpenROAD-flow-scripts/flow DESIGN_CONFIG=/design/flow/config.mk WORK_HOME=/design/flow/orfs finish

===== /design/flow/config.mk =====
export PLATFORM = sky130hd
export DESIGN_NAME = uart_small_clk_divider
export DESIGN_NICKNAME = uart_small_clk_divider
export VERILOG_FILES = /design/flow/design.v
export SDC_FILE = /design/flow/constraint.sdc
export NUM_CORES = 4
export LEC_CHECK = 1
export CORE_UTILIZATION = 50

===== /design/flow/constraint.sdc =====
current_design uart_small_clk_divider

set clk_period 2.3
set clk_io_pct 0.2

create_clock -name clk0 -period $clk_period [get_ports {ex_clk}]

set non_clock_inputs [all_inputs -no_clocks]
set_input_delay [expr $clk_period * $clk_io_pct] -clock clk0 $non_clock_inputs
set_output_delay [expr $clk_period * $clk_io_pct] -clock clk0 [all_outputs]

===== /design/flow/design.v =====
module counter
    (
        input clk, reset,
        input [15:0] count,
        output reg out
    );
    reg [15:0] counter;
    always @(posedge clk, posedge reset) begin
        if (reset) begin
            out <= 1'b0;
            counter <= 1'b0;
        end
        else if (counter == (count >> 2)) begin
            out <= ~out;
            counter <= 1'b0;
        end
        else begin
            out <= out;
            counter <= counter + 1'b1;
        end
    end
endmodule
module register
	#(parameter WIDTH=32, 
	  parameter [WIDTH-1:0] RST_VAL=0)
    (clk, reset, d, en, q);
	input clk, reset, en;
	input [WIDTH-1:0] d;
	output reg [WIDTH-1:0] q;
	always @(posedge clk)
		begin
		if (reset) q <= RST_VAL;
		else begin			
			if (en) q <= d;
			else    q <= q;
		end
	end
endmodule
module uart_controller(
    input sd_tx_en,
    input [7:0] sd_tx_data, rx_data, uart_ctrl_in, uart_ctrl_out,
    output reg rx_reg_en, tx_reg_en, ctrl_reg_en, uart_tx_en,
    output reg [7:0] tx_data
);
parameter [4:1] RX_CONTAINS_DATA = 2'd2, TX_SENDING = 2'd1, TX_EN = 2'd0; 
always @(sd_tx_en, sd_tx_data, rx_data, uart_ctrl_in, uart_ctrl_out) begin
    {rx_reg_en, tx_reg_en, ctrl_reg_en, uart_tx_en, tx_data} = 0;
    if (sd_tx_en && !uart_ctrl_out[TX_EN] && !uart_ctrl_out[TX_SENDING]) begin
        uart_tx_en = 1'b1;       
        tx_data = sd_tx_data;    
        tx_reg_en = 1'b1;        
        ctrl_reg_en = 1'b1;      
    end
    else if (uart_ctrl_in[TX_SENDING]) begin
        ctrl_reg_en = 1'b1;
    end
    else if (!uart_ctrl_in[TX_SENDING] && uart_ctrl_out[TX_SENDING]) begin
        ctrl_reg_en = 1'b1;
    end
    else if (uart_ctrl_in[RX_CONTAINS_DATA]) begin
        ctrl_reg_en = 1'b1;      
    end 
end
endmodule
module uart_rx(
    input clk, reset, pin, ctrl_out_rx_contains_data,
    output reg [7:0] data,
    output reg ctrl_in_rx_contains_data
);
    reg [3:0] index;
    always @(posedge clk, posedge reset) begin
        if (reset) begin
            ctrl_in_rx_contains_data <= 1'b0;
            index <= 4'b1111;
            data <= 8'b0;
        end
        else begin
            if (index < 4'b1000) begin
                ctrl_in_rx_contains_data <= 1'b0;
                index <= index + 1'b1;
                data[index] <= pin;
            end
            else if (index == 4'b1111 && pin == 1'b0) begin
                ctrl_in_rx_contains_data <= 1'b0;
                index <= 4'b0;
                data <= 8'b0;
            end
            else if (index == 4'b1000 && pin == 1'b1) begin
                ctrl_in_rx_contains_data <= 1'b1;
                index <= 4'b1111;
                data <= data;
            end
            else begin
                ctrl_in_rx_contains_data <= 1'b0;
                index <= index;
                data <= data;
            end
        end
    end
endmodule
module uart_small_clk_divider (
    input ex_clk, reset, rx_pin, sd_tx_en,
    input [7:0] sd_tx_data,
    output tx_pin,
    output [7:0] rx_data_out, uart_ctrl_out
);
wire state_tx_sending, state_rx_contains_data;
wire ctrl_tx_en, ctrl_tx_sending, ctrl_rx_contains_data;
wire bp_clk, rx_reg_en, tx_reg_en, ctrl_reg_en, uart_tx_en;
wire [7:0] uart_ctrl_in, rx_data_in, tx_data_in, tx_data_out;
assign uart_ctrl_in   = {5'b0, state_rx_contains_data, state_tx_sending, uart_tx_en};
assign {ctrl_rx_contains_data, ctrl_tx_sending, ctrl_tx_en} = uart_ctrl_out[2:0];
register #(8,0) rx_reg   (ex_clk, reset, rx_data_in, state_rx_contains_data, rx_data_out);
register #(8,0) tx_reg   (ex_clk, reset, tx_data_in, tx_reg_en, tx_data_out);
register #(8,0) ctrl_reg (ex_clk, reset, uart_ctrl_in, ctrl_reg_en, uart_ctrl_out);
counter clk_div (ex_clk, reset, 16'd3, bp_clk);
uart_tx tx (
    bp_clk, reset, ctrl_tx_en, ctrl_tx_sending, tx_data_out,    
    tx_pin, state_tx_sending);                                  
uart_rx rx (
    bp_clk, reset, rx_pin, ctrl_rx_contains_data,  
    rx_data_in, state_rx_contains_data);           
uart_controller ctrl (
    sd_tx_en,                                                
    sd_tx_data, rx_data_out, uart_ctrl_in, uart_ctrl_out,
    rx_reg_en, tx_reg_en, ctrl_reg_en, uart_tx_en,           
    tx_data_in
);
endmodule
module uart_tx(
    input clk, reset, ctrl_out_tx_en, ctrl_out_tx_sending,
    input [7:0] data,
    output reg pin, ctrl_in_tx_sending
);
    reg [3:0] index;
    always @(posedge clk, posedge reset) begin
        if (reset) begin
            pin <= 1'b1;
            index <= 4'b0;
            ctrl_in_tx_sending <= 1'b0;
        end
        else begin
            if (ctrl_out_tx_sending) begin
                if (index < 4'b1000) begin
                    pin <= data[index];
                    index <= index + 1'b1;
                    ctrl_in_tx_sending <= 1'b1;
                end
                else begin
                    pin <= 1'b1;
                    index <= index;
                    ctrl_in_tx_sending <= 1'b0;
                end
            end
            else if (ctrl_out_tx_en) begin
                pin <= 1'b0;
                index <= 4'b0;
                ctrl_in_tx_sending <= 1'b1;
            end
            else begin
                pin <= 1'b1;
                index <= index;
                ctrl_in_tx_sending <= 1'b0;
            end
        end
    end
endmodule

==> results.cfg <==
; implementation run metrics
[run_status]
status = finished clean

[floorplan]
fp-utilization = 0.535
die-width_um = 74.0
chip_area_um2 = 5480
core_um2 = 4850
ios = 29
die_y_um = 74.0
rows = 25

[setup_path]
rrSetupSlack_ns = 0.67
r2r_end = clk_div.counter[9]
cp-end-kind = output port
critical_path.top_delay_family = flip-flops
cp_data_required_time_ns = 1.84
r2r-start = clk_div.counter[0]
crit_chain = clkdlybuf4s50_1
r2r_cells = 6
critical_path_buf_inv_count = 1
cp_slowest_stage_delay_ns = 0.56
crit_slowest_cell = dfxtp_1
cp-start-kind = flop
path_class = reg -> out
cp.arrival_ns = 1.38
crit_path_max_fanout = 11

[yosys]
area_leaders = dfrtp_1, dfxtp_1, dfstp_2
yosysSeqAreaShare = 0.496
yosys.area.top_type = dfrtp_1
syn_area_um2 = 2590
yosys_cells = 259
yosysWarnings = 5
synth_area_per_cell_um2 = 10.0
ys_area_um2 = 2590
postSynthCellCount = 259
synth-edff-count = 0
netlist-cell-type-count = 45
yosysTopAreaCellShare = 0.299
yosys_most_used_dff = dfrtp_1
ys.flops = 55
async_flop_share = 0.655

[routing]
num_vias = 1824
wl_um = 4650
ant_nets = 0
wire_per_inst_um = 13.4
drtIter0Drc = 64
vias_per_cell = 5.27
n_antenna_cell = 0
drcViolationCount = 0
dr.pass1.iters = 4

[global_route]
grt_max_degree = 29
grt_pass1_vias = 1631
grt_pass1_wl_um = 8000
grt.total_usage = 0.199
antenna_found_initial = 0
grt_overflow = 0

[clocking]
clk_path_buf_depth = 2
cts-resized-gates = 0
clkLatencyLatePin_ns = 0.28
cts_root_buffer = clkbuf_8
cts_setup_buffers = 0
clkTransAtPathRegs_ns = 0.07
ctsHoldBuffers = 0
numCtsBuffers = 5
cts_tree = built
h-tree-depth = 2

[placed_design]
portBuffers = 23
placed_area_um2 = 2840
dp_hpwl_um = 3350
gp_congestion = 0.884

[timing]
fin_skew_ns = 0.00471
fin_crit_sh = 0.799
slew_headroom = 0.518
tightestPinTransition_ns = 0.721
slew_violations = 0
unclocked_regs = 19
untimed_endpoints = 20
rsz0062_at_grt = false
fin_setup_tns_ns = 0
period_needed_ns = 1.84
fmax_mhz = 544
setup_viol = 0
final_hold_viol_count = 0
whs_ns = 0.456

[worst_hold_path]
hold_end = tx_reg.q[6]
hold_depth = 2
min_path_type = reg -> reg
hp-start = tx_reg.q[6]

[finish]
area_growth_pct = 13.5
fin_util = 0.607
seqCellArea_um2 = 1290
combGateArea_um2 = 1180
drive_gt1_frac = 0.0824
fillCellCount = 418
stdcell_area_um2 = 2940

[power_and_ir_drop]
vdd_drop_max_mv = 0.461
power_leakage_nw = 1.26
pwr_density_cell_nw_per_um2 = 413
power_mw = 1.21

[flow_run]
warnings = 32
maxCapViolations = 0
==> layout make-up <==
type                       instances  share of cell area
clock buffer                       7              0.0331
multi-input combinational        179               0.401
timing repair buffer              25              0.0833
sequential                        55               0.437
clock inverter                     1             0.00170
tap                               67              0.0285
inverter                          12              0.0153
==> synth_stat cells (all sizes together) (2+ instances only) <==
library cell  number
dfrtp             31
nand2             30
nor2              23
dfxtp             19
a21oi             12
inv               12
buf               11
mux2i             11
nand3             10
xnor2             10
ha                 9
and3               6
clkbuf             6
o21ai              6
a31oi              5
dfstp              5
nor3               5
xor2               5
a32o               4
nand4              4
o22ai              4
a31o               3
and4               3
nor2b              3
a22o               2
and2               2
mux4               2
nand2b             2
nor4               2
==> routing by layer <==
layer,vias up,GRT usage,share of wire
met3,7,0.0385,0.048
met5,-,0,0
met1,847,0.383,0.55
met4,0,0.0192,0.0095
li1,933,-,-
met2,37,0.251,0.39
==> power breakdown <==
group          switching [mW]  internal, mW  total (mW)
clock                   0.221         0.278       0.499
combinational          0.0381        0.0342      0.0723
sequential            0.00560         0.638       0.644
==> logic make-up (layout without fill, tap and decap cells) <==
kind of cell / count (synthesis) / count (layout) / share of synthesized area
compound gates: 41 / 41 / 0.106
xor+xnor: 15 / 15 / 0.0506
fa+ha+maj: 9 / 9 / 0.0434
buf+inv: 29 / 45 / 0.0550
flops: 55 / 55 / 0.496
mux: 14 / 14 / 0.0641
other cells: 1 / 5 / 0.00145
simple gates: 95 / 95 / 0.184
==> per-stage QoR <==
step / worst slack [ns] / cells
2_1_floorplan: 0.810 / 263
3_3_place_gp: 0.602 / 338
3_5_place_dp: 0.592 / 338
4_1_cts: 0.450 / 346
5_1_grt: 0.384 / 346
6_report: 0.463 / 346
==> registers in the layout (all words and copies together) (netlist names) <==
name and flops:
clk_div.counter 16, rx.data 8, rx_reg.q 8, tx_reg.q 8
rx.index 4, tx.index 4, ctrl_reg.q 3, clk_div.out 1
rx.ctrl_in_rx_contains_data 1, tx.ctrl_in_tx_sending 1, tx.pin 1
==> worst max path at each step <==
stage              from                to  slack, ns  cells after the start
5_1_grt   ctrl_reg.q[1]  uart_ctrl_out[1]       0.38                      1
4_1_cts   ctrl_reg.q[1]  uart_ctrl_out[1]       0.45                      1
6_report  ctrl_reg.q[1]  uart_ctrl_out[1]       0.46                      1
==> layout by cell type, fill, tap and decap left out, types with 2 or more instances in the layout <==
master / netlist / layout
dfrtp_1: 31 / 31
nand2_1: 30 / 30
nor2_1: 23 / 23
clkdlybuf4s50_1: 0 / 23
dfxtp_1: 19 / 19
a21oi_1: 12 / 12
inv_1: 12 / 12
mux2i_1: 11 / 11
nand3_1: 10 / 10
xnor2_1: 10 / 10
ha_1: 9 / 9
o21ai_0: 6 / 6
and3_1: 5 / 5
a31oi_1: 5 / 5
xor2_1: 5 / 5
nor3_1: 5 / 5
conb_1: 1 / 5
clkbuf_8: 0 / 5
dfstp_2: 5 / 5
o22ai_1: 4 / 4
a32o_1: 4 / 4
nand4_1: 3 / 3
a31o_2: 3 / 3
nor2b_1: 3 / 3
nand2b_1: 2 / 2
and4_1: 2 / 2
nor4_1: 2 / 2
mux4_2: 2 / 2
and2_1: 2 / 2
a22o_1: 2 / 2
buf_4: 8 / 2
Power and IR drop assume default switching activity.
